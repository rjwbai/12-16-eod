--- design/flow/config.mk ---
export PLATFORM = sky130hd
export DESIGN_NAME = free_list_fifo
export DESIGN_NICKNAME = free_list_fifo
export VERILOG_FILES = /design/flow/design.v
export SDC_FILE = /design/flow/constraint.sdc
export NUM_CORES = 4
export LEC_CHECK = 1
export CORE_UTILIZATION = 30
--- design/flow/design.v ---
`timescale 1ns / 1ns
package buffer_pkgs;
    localparam int PREGS   = 128;
    localparam int PREG_W  = $clog2(PREGS);    
    localparam int ROB_DEPTH = 16;
    localparam int ROB_PTR_W = $clog2(ROB_DEPTH);
    typedef enum logic [3:0] {
        NA,
        ADD,
        SUB,
        ANDD,
        ORR,
        RSHIFT,
        SLTIU,
        LUI
    } ALUCTRL;
    typedef enum logic [3:0] {
        NOFUNC,
        ALU,
        MEM,
        BRANCH
    } FUNCU;
    typedef enum logic {
        BHW,
        WORD
    } MEMDATATYPE;
    typedef enum logic {
        STORE,
        LOAD
    } LOADSTORE;
    typedef struct packed {
        logic [31:0] instr;
        logic [31:0] pc;
    } fetch_t;
    typedef struct packed {
        logic [31:0] instr;
        logic [31:0] pc;         
        logic [6:0]  opcode;
        logic [4:0]  rs1;        
        logic        rs1Used;
        logic [4:0]  rs2;
        logic        rs2Used;
        logic [4:0]  rd;
        logic        rdUsed;
        logic [31:0] imm;
        logic        immUsed;
        logic        spec;
        logic        lsType;     
        logic        loadStore;  
        logic        branch;
        logic        jump;
        logic        speculative;
        logic [3:0]  aluop;
        logic [3:0]  funcU;
    } decode_t;
    typedef struct packed {
        logic [PREG_W-1:0] rs1;
        logic [PREG_W-1:0] rs2;
        logic [PREG_W-1:0] rd;
        logic [PREG_W-1:0] old_rd;
        logic [4:0] arch_rd;
        logic [31:0] pc;
        logic [6:0]  opcode;
        logic [31:0] imm;
        logic        imm_used;
        logic        rd_used;
        logic [3:0]  aluop;
        logic [3:0]  funcU;
        logic [1:0]  load_store_type;    
        logic        speculative;
        logic        jump;
        logic        branch;
    } rename_t;
    typedef struct packed {
        logic        valid;
        logic        ready;
        logic [PREG_W-1:0] rs1;
        logic [PREG_W-1:0] rs2;
        logic [PREG_W-1:0] rd;
        logic [PREG_W-1:0] old_rd;
        logic [ROB_PTR_W-1:0] ROB_tag;
        logic [ROB_PTR_W-1:0] ROB_tag_clone;  
        logic [31:0] pc;
        logic [6:0]  opcode;
        logic [31:0] imm;
        logic        imm_used;
        logic        rd_used;
        logic [3:0]  aluop;
        logic [3:0]  funcU;
        logic [1:0]  load_store_type;
        logic        speculative;
        logic        jump;
        logic        branch;
        logic [31:0] rs1_val;
        logic [31:0] rs2_val;
        logic        rs1_rdy;
        logic        rs2_rdy;
        logic [6:0]  rs1_tag;    
        logic [6:0]  rs2_tag;
    } rs_entry_t;
    typedef rs_entry_t dispatch_t;
    typedef struct packed {
        logic        valid;
        logic        completed;
        logic        has_dest;
        logic [4:0]        arch_rd;
        logic [PREG_W-1:0] dest_preg;
        logic [PREG_W-1:0] old_preg;
        logic        is_branch;
        logic [31:0] pc;
    } rob_entry_t;
    typedef struct packed {
        logic [PREG_W-1:0] rd_addr;
        logic [31:0] rs1_val;
        logic rs1_used;
        logic [31:0] rs2_val;
        logic rs2_used;
        logic [31:0] imm_val;
        logic imm_used;
        logic [3:0] aluop;
        logic [ROB_PTR_W-1:0] ROB_tag;
    } alu_entry_t;
    typedef struct packed {
        logic [PREG_W-1:0] rd_addr;
        logic [31:0] rd_val;
        logic completed;
        logic [ROB_PTR_W-1:0] ROB_tag;
    } alu_out_t;
    typedef struct packed {
        logic [PREG_W-1:0] rd_addr;
        logic [31:0] rs1_val;
        logic rs1_used;
        logic [31:0] rs2_val;
        logic rs2_used;
        logic [31:0] imm_val;
        logic imm_used;
        logic jump;
        logic branch;
        logic [31:0] pc;
        logic took_branch;
        logic [ROB_PTR_W-1:0] ROB_tag;
    } branch_entry_t;
    typedef struct packed {
        logic [PREG_W-1:0] rd_addr;
        logic [31:0] rd_val;
        logic [31:0] dest_addr;
        logic branch_taken;  
        logic completed;
        logic mispredict;
        logic [ROB_PTR_W-1:0] ROB_tag;
    } branch_out_t;
    typedef struct packed {
        logic [PREG_W-1:0] rd_addr;
        logic [31:0] rs1_val;
        logic rs1_used;
        logic [31:0] rs2_val;
        logic rs2_used;
        logic [31:0] imm_val;
        logic imm_used;
        logic lsType;  
        logic loadStore;  
        logic [31:0] pc;
        logic [ROB_PTR_W-1:0] ROB_tag;
    } lsu_entry_t;
    typedef struct packed {
        logic [PREG_W-1:0] rd_addr; 
        logic [31:0] rd_val;
        logic completed;
        logic [ROB_PTR_W-1:0] ROB_tag;
    } lsu_out_t;
    typedef struct packed {
        logic [PREG_W-1:0] rd_addr;      
        logic [31:0]       rd_val;       
        logic              completed;    
        logic              mispredict;   
        logic [ROB_PTR_W-1:0] ROB_tag;  
        logic              branch_taken;  
        logic [31:0]       dest_addr;     
        logic [1:0]        src_fu;        
    } wb_packet_t;
endpackage
`timescale 1ns / 1ns
module free_list_fifo #(
    parameter int PHYSREG = 128,
    parameter int AREG    = 32
) (
    input  logic clk_i,
    input  logic rst_i,
    input  logic alloc_en_i,
    output logic alloc_done_o,
    output logic [$clog2(PHYSREG)-1:0] alloc_index_o,
    input  logic free_en_i,
    input  logic [$clog2(PHYSREG)-1:0] free_index_i,
    output logic empty_o,
    output logic [$clog2(PHYSREG):0] free_count,
    output logic [$clog2(PHYSREG)-1:0] chkpt_head_o,
    output logic [$clog2(PHYSREG)-1:0] chkpt_tail_o,
    output logic [$clog2(PHYSREG):0]   chkpt_free_count_o,
    input  logic [$clog2(PHYSREG)-1:0] recover_head_i,
    input  logic [$clog2(PHYSREG)-1:0] recover_tail_i,
    input  logic [$clog2(PHYSREG):0]   recover_free_count_i,
    input  logic                       recover_i
);
    localparam int PREG_W     = $clog2(PHYSREG);
    localparam int FIFO_DEPTH = (PHYSREG - AREG);
    initial begin
        if (FIFO_DEPTH <= 0) begin
            $fatal(1, "free_list_fifo: PHYSREG (%0d) must be > AREG (%0d)", PHYSREG, AREG);
        end
    end
    localparam int PTR_W = (FIFO_DEPTH <= 1) ? 1 : $clog2(FIFO_DEPTH);
    logic [PREG_W-1:0] fifo_mem [0:FIFO_DEPTH-1];
    logic [PTR_W-1:0] head_q, head_d;
    logic [PTR_W-1:0] tail_q, tail_d;
    logic [$clog2(PHYSREG):0] count_q, count_d;
    wire can_alloc = (count_q != 0);
    wire can_free  = (count_q != FIFO_DEPTH);  
    wire do_alloc  = alloc_en_i && can_alloc;
    wire do_free   = free_en_i  && can_free;
    assign alloc_done_o = do_alloc;
    assign empty_o      = (count_q == 0);
    assign free_count   = count_q;
    always_comb begin
        alloc_index_o = fifo_mem[head_q];
    end
    assign chkpt_head_o       = PREG_W'(head_q);
    assign chkpt_tail_o       = PREG_W'(tail_q);
    assign chkpt_free_count_o = count_q;
    function automatic [PTR_W-1:0] ptr_inc(input [PTR_W-1:0] p);
        if (FIFO_DEPTH == 1) ptr_inc = '0;
        else ptr_inc = (p == PTR_W'(FIFO_DEPTH-1)) ? '0 : (p + 1'b1);
    endfunction
    always_comb begin
        head_d  = head_q;
        tail_d  = tail_q;
        count_d = count_q;
        if (do_alloc) head_d = ptr_inc(head_q);
        if (do_free)  tail_d = ptr_inc(tail_q);
        unique case ({do_free, do_alloc})
            2'b01: count_d = count_q - 1;  
            2'b10: count_d = count_q + 1;  
            2'b11: count_d = count_q;      
            default: ;
        endcase
    end
    integer k;
    always_ff @(posedge clk_i or posedge rst_i) begin
        if (rst_i) begin
            for (k = 0; k < FIFO_DEPTH; k++) begin
                fifo_mem[k] <= PREG_W'(AREG + k);
            end
            head_q  <= '0;
            tail_q  <= '0;
            count_q <= FIFO_DEPTH;
        end else if (recover_i) begin
            head_q  <= recover_head_i[PTR_W-1:0];
            tail_q  <= recover_tail_i[PTR_W-1:0];
            count_q <= recover_free_count_i;
        end else begin
            if (do_free) begin
                fifo_mem[tail_q] <= free_index_i[PREG_W-1:0];
            end
            head_q  <= head_d;
            tail_q  <= tail_d;
            count_q <= count_d;
        end
    end
endmodule
--- design/flow/constraint.sdc ---
current_design free_list_fifo

set clk_period 6.9
set clk_io_pct 0.2

create_clock -name clk0 -period $clk_period [get_ports {clk_i}]

set non_clock_inputs [all_inputs -no_clocks]
set_input_delay [expr $clk_period * $clk_io_pct] -clock clk0 $non_clock_inputs
set_output_delay [expr $clk_period * $clk_io_pct] -clock clk0 [all_outputs]
--- design/flow/run.sh ---
#!/bin/bash
# OpenROAD 26Q1-2900-gdf79404cd8, Yosys 0.63+post, stock flow scripts
make -C /OpenROAD-flow-scripts/flow DESIGN_CONFIG=/design/flow/config.mk WORK_HOME=/design/flow/orfs finish
==> summary.txt <==
yosys + openroad results -> largest net degree at the start of global routing 116, core area 115000 sq um, global-route wire length before repair 226 mm, clock sinks 694, Data arrival, critical path 5.41 ns, beginning of the worst hold path fifo_mem[56][0]$_DFFE_PP0P_, Syn-to-layout area delta 16.0%, RSZ-0062 raised after global routing no, via count 26021, Num CTS Buffers 80, Total Routed Length 165 mm, global route total overflow 0, cts repair resizes 0, Std-Cell Rows 124, Slew @ Worst Pin 1.17 ns, # DRC 0, Critical path buffers and inverters 3, DP HPWL 117 mm, Post-synth EDFFs 0, Combinational Area 15900 sq um, Power, Total 10.9 mW, Lkg Pwr 18.2 nW, H-tree levels 3, PortBufs 72, wire length per cell 37.8 um, mean cell area of the mapped netlist 12.6 sq um, # IOs 73, yosys synthesis chip area 34700 sq um, number of global-route vias before repair 26005, max-cap viol count 0, Final Critical Period 6.79 ns, critical path class flip-flop to output port, Commonest Layout Cell mux2_2, top post-synthesis cells by area dfstp_2 (28%), dfrtp_1 (23%), mux2_2 (17%), and3_1 (5.4%), mux2_4 (4.3%), Dominant cell area share 28.0%, Hold Path End fifo_mem[56][0]$_DFFE_PP0P_, CP Cell Sequence ha_1 > buf_4 > nor4bb_4 > buf_4 > and3_1 > a2111oi_0 > nand4_1 > nor4_1 > o211ai_1 > clkdlybuf4s50_1, Worst-Skew Late Latency 0.69 ns, Post-synth ARST share 100%, r2r worst-path depth 10, sequential cell area 17800 sq um, die y size 342 um, Req. time, crit path 5.52 ns, PnR worst setup slack 0.113 ns, Cells after Synth 2749, slowest CP cell a2111oi_0, Worst Hold Class flip-flop to flip-flop, violation tally from detailed-route iteration zero 2782, RR Startpoint count_q[1]$_DFFE_PP0P_, cycle use final 98.4%, max-slew violation count 0, max incr delay on CP 0.96 ns, Synth flops 694, CTS tree done, Place WS 0.904 ns, Die Wd 342 um, post-cts hold buffer count 0, Syn Std Cell Area 34700 sq um, Final Skew 0.0331 ns, worst r2r dst count_q[7]$_DFFE_PP0P_, CP Launch Type flip-flop, critical path peak fanout 29, 1st-pass router iterations 8, fillers 11029, cell taking the most area after synthesis dfstp_2, critical path's top delay family AND-OR/OR-AND gates, Overall Global Routing Usage 29.2%, Root Buffer clkbuf_16, Routed Antenna Nets 0, worst vdd ir 161 uV, setup slack, reg-to-reg 2.97 ns, initial antenna violation count 12, final setup fails 0, final hold violations 0, Hold WS 0.485 ns, Pwr Density 271 nW/um^2, ys cells 2749, Synth Flop Type dfstp_2, Worst slew margin 19.7%, Tool Warnings 45, Peak Freq 147 MHz, FP Util 30.3%, most frequent cells in the layout mux2_2 (512), dfstp_2 (370), dfrtp_1 (320), and3_1 (300), buf_4 (152), clk slew on worst S/H paths 0.06 ns, Seq/Total Area, Yosys 51.4%, Setup Fix Bufs, Post-CTS 0, status finished, final reports clean, CP dominant cell by count buf_4, layout cell share with drive strength beyond 1 48.4%, synth unique cells 74, routed vias/inst 5.95, Clock Path Buffers 3, RePlAce Congestion 1.13, die area 117000 sq um, hold path cells 1, crit end category output port, Synth warnings 2
==> registers in the layout, summed over array words and instances (netlist names) <==
signal / count
count_q: 8
fifo_mem: 672
head_q: 7
tail_q: 7
==> logic make-up (layout without fill, tap and decap cells) <==
family | count (synthesis) | count (layout) | synth area share, %
AND/OR/NAND/NOR | 760 | 760 | 13.8
flip-flops | 694 | 694 | 51.4
multiplexers | 687 | 687 | 23.3
AND-OR/OR-AND | 302 | 302 | 6.97
buffers and inverters | 278 | 389 | 3.67
adder cells (fa/ha/maj) | 16 | 16 | 0.598
XOR/XNOR | 12 | 12 | 0.303
other | 0 | 4 | 0
==> power by group <==
group          total, mW  leakage [nW]  switching [mW]  internal (mW)
clock network       4.44          1.33            1.84           2.60
logic               1.47          8.68           0.841          0.631
registers           5.01          8.24           0.414           4.60
==> layer usage <==
layer | routed length [um] | up-vias | GRT usage [%]
met5 | 61 | - | 0.0408
met4 | 11800 | 12 | 16.5
met3 | 21300 | 452 | 14.4
met2 | 68700 | 1472 | 39.8
met1 | 63500 | 13652 | 38.0
li1 | - | 10433 | -
==> worst max-delay path by stage <==
stage                                 start                to  slack [ns]  depth (start not counted)
after CTS             head_q[5]$_DFFE_PP0P_  alloc_index_o[1]        0.19                          9
after global routing  head_q[0]$_DFFE_PP0P_  alloc_index_o[1]        0.15                         10
final                 head_q[0]$_DFFE_PP0P_  alloc_index_o[1]        0.11                         10
==> metrics by stage <==
step	utilization [%]	std cells	instance area (sq um)	setup TNS (ns)
final	35.2	4376	40300	0
after global routing	35.2	4374	40300	0
after CTS	35.2	4371	40300	0
after detailed placement	32.8	4222	37500	0
after global placement	32.8	4222	37500	0
after floorplan	-	2749	34700	-1588.12
==> area by class of cell <==
cell class              count  area share [%]
multi-input cells        1777            39.3
clock inverters            30           0.966
flip-flops and latches    694            44.3
clock buffers             119            5.83
diodes                      4          0.0248
inverters                  17           0.168
repair buffers            223            4.70
well taps                1512            4.70
==> cells in the mapped netlist, types with 5 or more instances <==
library cell and count:
buf_4 10, a22oi_1 76, clkbuf_1 186, and3b_1 5, and3_1 300, nand3_1 75
nor2_1 37, ha_1 15, xnor2_1 8, buf_6 18, o21ai_0 26, and2_1 40
nand3_2 20, a2111oi_0 81, a221oi_1 9, a222oi_1 5, nand4_1 62, mux2_4 100
mux2i_1 9, nor2b_1 19, o211ai_1 6, mux2_2 512, dfrtp_1 324, and4b_1 9
nor4b_1 13, dfstp_2 370, nor3_1 16, a21oi_1 11, buf_2 46, a32oi_1 59
nor4bb_1 10, nand2_2 42, nand2_1 39, nor4_1 23, inv_1 17, nor3b_1 9
mux2_1 66
Power figures rest on the tool's default switching activity, not on a simulated workload.
